--- /design/flow/run.sh ---
#!/bin/bash
# OpenROAD 26Q1-2900-gdf79404cd8, Yosys 0.63+post, stock flow scripts
make -C /OpenROAD-flow-scripts/flow DESIGN_CONFIG=/design/flow/config.mk WORK_HOME=/design/flow/orfs finish
--- /design/flow/constraint.sdc ---
current_design key_process

set clk_period 6.4
set clk_io_pct 0.2

create_clock -name clk0 -period $clk_period [get_ports {clk}]

set non_clock_inputs [all_inputs -no_clocks]
set_input_delay [expr $clk_period * $clk_io_pct] -clock clk0 $non_clock_inputs
set_output_delay [expr $clk_period * $clk_io_pct] -clock clk0 [all_outputs]
--- /design/flow/config.mk ---
export PLATFORM = sky130hd
export DESIGN_NAME = key_process
export DESIGN_NICKNAME = key_process
export VERILOG_FILES = /design/flow/design.v
export SDC_FILE = /design/flow/constraint.sdc
export NUM_CORES = 4
export LEC_CHECK = 1
export CORE_UTILIZATION = 50
--- /design/flow/design.v ---
module key_process #(
	IN_C_HZ = 50_000_000
)(
	input clk,
	input in_key,
	output logic out_key_first='0,
    output logic out_key_long='0
);  
	localparam STROBE_TIME_MS = 500;
	localparam CNT_TH = STROBE_TIME_MS * (IN_C_HZ / 1000);
    localparam CNT_key = 2*IN_C_HZ;
	logic [$bits(CNT_TH)-1:0] cnt='0;
    logic [$bits(CNT_key)-1:0] cnt_stable=0;
    logic key='0;
    logic go_stable='0;
    logic flag_out_key_long ='0;
always_ff @(posedge clk)
    if (!go_stable)
        key <= in_key;
    else
        key <= '0;
always_ff @(posedge clk) 
    if (cnt >= CNT_key && key)
        flag_out_key_long <= '1;
    else 
        flag_out_key_long <= '0;
always_ff@(posedge clk) begin
        if (in_key)
            cnt <= cnt + 1'b1;
        else 
            cnt <= '0;
        if (!in_key && key && !flag_out_key_long) begin
            out_key_first <= '1;
            cnt <= '0;
            go_stable <='1;
        end
        else
            out_key_first <= '0;
        if (!in_key && key && flag_out_key_long) begin
            out_key_long <= '1;
            go_stable <='1;
        end
        else
            out_key_long <= '0;
    if (cnt_stable + 1'b1 >= CNT_TH) begin
                cnt_stable <= '0;
                go_stable <= '0;
            end
    else if (go_stable)
                cnt_stable <= cnt_stable + 1'b1;    
end
endmodule:key_process
==> flow_metrics.py <==
# Generated from Yosys and OpenROAD reports
metrics = {
    "drt": {
        "antenna_left": 0,
        "route.final.wire_length_mm": 6.033,
        "post_drt_wl_per_cell_um": 12.24,
        "detail_route.drc_violations": 0,
        "drt-pass1-iter-count": 4,
        "detailroute.via_count": 2612,
        "routed_via_density": 5.298,
        "route.antenna.diode_count": 0,
        "detail_route.iter0.violations": 91,
    },
    "logic_synthesis": {
        "flop_cell": "sky130_fd_sc_hd__dfxtp_1",
        "synth.yosys.chip_area_um2": 3577,
        "synth.cell_area_um2": 3577,
        "synth.lib_cells_used.distinct": 42,
        "synth-cells-yosys": 400,
        "count_of_library_flops_with_an_enable_pin": 0,
        "yosysWarningCount": 1,
        "ys_async_sr_fraction_pct": 0,
        "syn_avg_cell_area_um2": 8.943,
        "ys_seq_elements": 69,
        "syn-instance-count": 400,
        "synth.yosys.seq_area_share_pct": 38.61,
    },
    "finish": {
        "post_layout_nonfiller_instances": 493,
        "sequential_cell_area_um2": 1381,
        "final_layout_top_logic_cell": "sky130_fd_sc_hd__dfxtp_1",
        "fillerInstances": 621,
        "layout-area-overhead-vs-synth_pct": 6.366,
        "share_of_the_core_filled_with_cells_pct": 55.39,
        "layout-drive-gt1-share_pct": 11.59,
        "comb_area_um2": 1998,
        "most_instantiated_logic_cells_after_routing": "sky130_fd_sc_hd__dfxtp_1 (69), sky130_fd_sc_hd__nor2_1 (47), sky130_fd_sc_hd__xor2_1 (41)",
    },
    "status": {
        "run_status": "complete, no violations",
    },
    "clocking": {
        "cts.repair_timing.setup_buffer_count": 0,
        "tritoncts_clock_tree": "done",
        "numCtsBuffers": 9,
        "cts_resized": 0,
        "number_of_buffers_on_the_longest_clock_path": 2,
        "clockRootBuffer": "sky130_fd_sc_hd__clkbuf_8",
        "clk_pin_slew_worst_paths_ns": 0.07,
        "cts_sinks": 69,
        "ctsHoldBuffers": 0,
        "htree_levels": 3,
        "clk-insertion-delay-late_ns": 0.33,
    },
    "worst_setup_path": {
        "reg2reg_slack_ns": 3.41,
        "worst_setup_path_start_kind": "flip-flop",
        "reg2reg_from": "cnt_stable[13]$_SDFFE_PP0P_",
        "worstSetupEndpointType": "flip-flop",
        "criticalPathCategory": "flip-flop to flip-flop",
        "critical_path_peak_fanout": 19,
        "timing.critical_path.arrival_ns": 3.24,
        "required_ns": 6.66,
        "worst_r2r_path_depth": 8,
        "startpoint": "cnt_stable[13]$_SDFFE_PP0P_",
        "r2r-end": "cnt_stable[14]$_SDFFE_PP0P_",
    },
    "final_timing": {
        "timing_max_transition_violations_final": 0,
        "hold-worst-slack_ns": 0.4012,
        "timing.final.setup_violations": 0,
        "finalClockPeriodUsage_pct": 46.65,
        "final_period_minus_worst_setup_slack_ns": 2.986,
        "rsz0062_at_grt": "no",
        "max_freq_mhz": 334.9,
        "setup-tns-final_ns": 0,
        "finalHoldViolCount": 0,
        "worst_clock_skew_ns": 0.008819,
        "max-slew-margin-rel_pct": 46.90,
        "tightestPinTransition_ns": 0.7965,
    },
    "floorplan": {
        "floorplan.die.height_um": 86.59,
        "top_level_ports": 4,
        "core_area_um2": 6869,
        "floorplan.rows": 30,
        "chipWidth_um": 86.59,
        "design.die.area_um2": 7497,
        "fp_util_pct": 52.08,
    },
    "min_path": {
        "worstHoldPathType": "flip-flop to flip-flop",
        "holdPathEnd": "out_key_first$_DFF_P_",
        "timing.hold.worst_path_depth": 1,
        "hp-start": "flag_out_key_long$_DFF_P_",
    },
    "flow_run": {
        "openroad.warnings": 29,
        "maxCapViolCount": 0,
    },
    "grt": {
        "antenna_found_initial": 0,
        "grt_max_degree": 35,
        "overflow": 0,
        "first_pass_grt_wire_length_mm": 10.76,
        "first_global_vias": 2292,
        "gr-usage-all-layers_pct": 18.09,
    },
    "place": {
        "place.detailed.hpwl_mm": 4.170,
        "post-place-cells": 477,
        "port_buffers": 3,
        "finalWeightedCongestion": 0.8233,
    },
    "power_and_ir_drop": {
        "power.density_cell_area_nw_per_um2": 258.0,
        "leakage_uw": 0.001400,
        "vdd_ir_drop_max_uv": 117.1,
        "report.power.total_uw": 981.7,
    },
}
-- synth_stat cells (all sizes together) (2+ instances only) --
cell     number  area share (%)
a2111oi       2             1.5
nor4          3            0.94
inv           4            0.42
or3           6             1.0
and3         12             2.2
and2          5            0.87
o21ai         4            0.56
xnor2        24             5.9
buf          16             3.9
dfxtp        69              39
nand4        18             3.1
clkbuf       10             1.1
a31oi         5            0.87
o2111ai       3            0.73
a21oi         7            0.98
and4          9             2.3
o2bb2ai       2            0.49
nor3         38             8.4
ha            4             1.4
mux2i         2            0.56
xor2         41              10
nand2        36             3.8
nand3        21             2.9
nor2         47             4.9
nor3b         2            0.42
nor2b         2            0.35
-- critical path, stage by stage, from the launching register on --
cell and delay [ns]:
sky130_fd_sc_hd__dfxtp_1 0.47, sky130_fd_sc_hd__nand3_1 0.16, sky130_fd_sc_hd__or3_1 0.43, sky130_fd_sc_hd__nor4_4 0.27, sky130_fd_sc_hd__and3_1 0.20, sky130_fd_sc_hd__a31oi_1 0.08
sky130_fd_sc_hd__or3_1 0.71, sky130_fd_sc_hd__buf_4 0.37, sky130_fd_sc_hd__nor3b_1 0.20
-- layer usage --
metal  vias to the layer above  track usage [%]  share of wire, %
met1                      1214            31.90                55
met2                        27            24.39                41
met5                         -                0                 0
met3                        10            2.126               2.3
met4                         0            3.182               1.8
li1                       1361                -                 -
-- final cells by class --
cell class / instances / area share [%]
multi-input cells: 300 / 52.52
flip-flops and latches: 69 / 36.30
clock buffers: 13 / 4.176
well taps: 96 / 3.157
clock inverters: 3 / 1.776
repair buffers: 7 / 1.578
inverters: 5 / 0.4933
-- how the worst max path moves through the flow --
stage / end / slack, ns / depth (start not counted)
final: cnt_stable[14]$_SDFFE_PP0P_ / 3.41 / 8
after global routing: cnt_stable[9]$_SDFFE_PP0P_ / 3.17 / 8
after CTS: cnt_stable[14]$_SDFFE_PP0P_ / 3.39 / 8
-- cell families after synthesis --
kind of cell | synth area share, %
adders and majority gates | 1.399
buffers and inverters | 5.526
DFF | 38.61
AOI/OAI and AO/OA | 6.261
xor gates and xnor gates | 15.91
muxes | 0.5597
and+or+nand+nor | 31.72
-- metrics by stage --
step	setup slack (ns)	instance area, µm²
2_1_floorplan	4.061	3577
6_report	3.414	3805
5_1_grt	3.173	3805
3_3_place_gp	3.467	3578
3_5_place_dp	3.428	3578
4_1_cts	3.394	3805
-- report_power, final --
group | total [µW] | leakage, µW | internal (µW) | switching (µW)
sequential | 490 | 0.000559 | 458 | 31.6
clock | 392 | 0.000110 | 241 | 151
combinational | 99.9 | 0.000731 | 46.0 | 53.9
total | 982 | 0.00140 | 745 | 236
-- sequential cells by signal, indices dropped and copies added (netlist names) --
signal and flops:
out_key_first 1, go_stable 1, cnt 32, cnt_stable 32, key 1, out_key_long 1
flag_out_key_long 1
No activity file was given, so power comes from the tool's default toggle rates.
